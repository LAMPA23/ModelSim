[./design.v]
module alu(
		i_op1, 
		i_op2, 
		i_control, 
		o_result, 
		o_zf
	);
	localparam [5:0] 
	AND = 0, 
	OR  = 1, 
	ADD = 2, 
	SUB = 3, 
	SLT = 4, 
	NOR = 5,
    XOR = 6; 
	input       [31:0]  i_op1, i_op2;
	input       [5:0]   i_control;
	output reg  [31:0]  o_result;
	output reg          o_zf;
	assign o_zf = ~|o_result;
	always@(*) begin
		case (i_control)
			AND: o_result = i_op1 & i_op2;
			OR:  o_result = i_op1 | i_op2;
			ADD: o_result = i_op1 + i_op2;
			SUB: o_result = i_op1 - i_op2;
			NOR: o_result = ~(i_op1 | i_op2);
			SLT: o_result = (i_op1<i_op2) ? 1 : 0;
			XOR: o_result = i_op1 ^ i_op2;
			default o_result  = 32'bx;
		endcase	
	end 
endmodule
[./run.sh]
#!/bin/bash
# OpenROAD 26Q1-2900-gdf79404cd8, Yosys 0.63+post, stock flow scripts
make -C /OpenROAD-flow-scripts/flow DESIGN_CONFIG=/design/flow/config.mk WORK_HOME=/design/flow/orfs finish
[./config.mk]
export PLATFORM = sky130hd
export DESIGN_NAME = alu
export DESIGN_NICKNAME = alu
export VERILOG_FILES = /design/flow/design.v
export SDC_FILE = /design/flow/constraint.sdc
export NUM_CORES = 4
export LEC_CHECK = 1
export CORE_UTILIZATION = 30
[./constraint.sdc]
current_design alu

set clk_period 12.3
set clk_io_pct 0.2

create_clock -name clk0 -period $clk_period

set non_clock_inputs [all_inputs -no_clocks]
set_input_delay [expr $clk_period * $clk_io_pct] -clock clk0 $non_clock_inputs
set_output_delay [expr $clk_period * $clk_io_pct] -clock clk0 [all_outputs]
==> results_dict.tcl <==
# place-and-route summary
set metrics [dict create \
    status "finished clean" \
    detail_route.wl_per_cell_um 19.0 \
    wl_met1_um 10800 \
    ys_sh_adder_pct 21.6 \
    setup_viol_count_final 0 \
    avgViaCountPerCell 5.77 \
    relSlewSlack_pct 42.3 \
    grt_pass1_wl_um 37500 \
    ys_cells 957 \
    area_delta_synth_final_pct 20.0 \
    ys_sh_aoi_pct 37.5 \
    core_area_um2 19600 \
    antenna_left 0 \
    cp_data_required_time_ns 9.84 \
    cts_setup_buffers 0 \
    fp_util_pct 30.8 \
    hold_viol 0 \
    ys_types 75 \
    seq_cells 0 \
    cts_hold_buf 0 \
    cp.arrival_ns 7.31 \
    fin_tns_setup_ns 0 \
    path_cells "clkdlybuf4s50_1, inv_1, ha_1, nor4_1, nand4_1, a211oi_1, nor3_1, a21oi_2, o21ai_0, a31o_2, or4_1, nor4_1, nand4_1, nor2_1, clkdlybuf4s50_1" \
    totalWireLength_um 24200 \
    crit_fanout 13 \
    chipArea_um2 20700 \
    maxUsedRoutingLayer "met4" \
    max_freq_mhz 102 \
    dp_hpwl_um 18800 \
    ys_sh_xor_pct 4.36 \
    ys_warn_count 2 \
    grt_max_degree 50 \
    crit_path_end "o_zf" \
    num_vias 7354 \
    wl_met2_um 11100 \
    period_needed_ns 9.77 \
    crit_cells 15 \
    grt_pass1_vias 6765 \
    drt_pass1_iterations 5 \
    yosys_area_um2 6030 \
    dr_wl_met3_um 1770 \
    powerDensity_nw_per_um2 40.3 \
    placement.io_buffers 103 \
    antennaDiodeCount 0 \
    simple_gate_share_pct 26.0 \
    rows 51 \
    cts.repair.resized 0 \
    drv_slew 0 \
    grt_remaining_overflow 0 \
    path_delay_family "simple AND/OR/NAND/NOR gates" \
    warnings 101 \
    grt_usage_pct 23.6 \
    die-width_um 144 \
    synth.logic.top_family "AND-OR/OR-AND gates" \
    synth_area_um2 6030 \
    critPathCaptureType "primary output" \
    antenna_found_initial 0 \
    rsz0062_at_grt "no" \
    crit_type "in2out" \
    critPathLaunch "i_op1[17]" \
    syn_avg_cell_area_um2 6.30 \
    maxCapViolations 0 \
    peakVddDrop_mv 0.0167 \
    worst_pin_slew_ns 0.864 \
    ios 103 \
    drtIter0Drc 669 \
    die_h_um 144 \
    mux_area_share_pct 0.498 \
    hold_ws_ns 5.95 \
    syn_inst 957 \
    seq_area_frac_synth_pct 0 \
    p_leak_uw 0.00296 \
    nClkBuffers 0 \
    cpPeakStageDelay_ns 0.53 \
    gp_congestion 1.02 \
    slowest_stage "clkdlybuf4s50_1" \
    hold_class "in2out" \
    finalClockPeriodUsage_pct 79.4 \
    drcViolationCount 0 \
    path_buffers 3 \
    start_kind "input pin" \
    final_layout_size_suffix_gt1_share_pct 3.07 \
    seq_area_um2 0 \
]
==> placed cells by master (no fill, tap or decap), types with 7 or more instances in the layout <==
| master | instances |
|---|---|
| or3_1 | 8 |
| nor4_1 | 14 |
| xnor2_1 | 25 |
| inv_1 | 91 |
| nand4_1 | 10 |
| o211ai_1 | 9 |
| a31oi_1 | 21 |
| o31ai_1 | 14 |
| ha_1 | 101 |
| nand3_1 | 34 |
| a211o_1 | 7 |
| nor2b_1 | 11 |
| a21oi_1 | 101 |
| o21bai_1 | 10 |
| a211oi_1 | 12 |
| nor2_1 | 93 |
| a222oi_1 | 14 |
| and3_1 | 8 |
| o21a_1 | 8 |
| buf_4 | 13 |
| clkdlybuf4s50_1 | 101 |
| nor3_1 | 22 |
| nand2_1 | 78 |
| or4_1 | 10 |
| o21ai_0 | 60 |
| o22ai_1 | 9 |
| nand2b_1 | 8 |
==> cells in the mapped netlist (all sizes together), types with 3 or more instances <==
cell type  instances  share of area [%]
nor2              93                5.8
nand3             34                2.8
and3               8               0.83
o211ai             9                1.1
and2               6               0.62
a31oi             21                2.2
nor4b              5               0.73
a211oi            12                1.5
o21a               9                1.1
or4               10                1.2
a222oi            14                2.3
o2111a             3               0.56
buf               13                1.0
o21ai             63                5.2
a21o               6               0.75
a22oi              4               0.50
o221a              3               0.71
a211o              7                1.0
xor2               5               0.73
o41ai              4               0.58
nand2b             8               0.83
or3                8               0.83
xnor2             25                3.6
mux2i              3               0.50
o31ai             14                1.7
o22ai              9               0.93
a221oi             6               0.87
inv               93                5.8
or2                7               0.73
nor2b             11                1.1
o221ai             3               0.44
nor4              15                1.7
o211a              3               0.50
ha               101                 21
nand4             10                1.0
nand2             78                4.9
o22a               4               0.58
nor3              23                1.9
clkbuf            51                3.2
o21bai            10                1.2
o32a               4               0.66
a21oi            102                8.5
o311ai             5               0.73
a2111oi            4               0.58
==> how the worst min path moves through the flow <==
stage	cells past startpoint	slack (ns)	startpoint	to
CTS	4	5.95	i_control[2]	o_result[3]
global route	4	6.02	i_control[0]	o_result[3]
finish	4	5.95	i_control[0]	o_result[3]
==> metal layers <==
metal / vias to the layer above / global-route usage (%)
met2: 313 / 38.5
li1: 3600 / -
met4: 0 / 5.66
met3: 36 / 2.10
met5: - / 0
met1: 3405 / 33.4
==> power breakdown <==
group	total, uW	internal [uW]	switching, uW
sequential	0	0	0
clock	0	0	0
combinational	292	118	173
total	292	118	173
==> per-stage QoR <==
step	setup slack (ns)	utilization (%)	instance area [um^2]	power (uW)	instances
final	2.53	36.9	7240	292	1274
after global placement	2.62	36.9	7240	287	1274
after CTS	2.55	36.9	7240	288	1274
after floorplan	4.26	-	6030	181	957
after detailed placement	2.55	36.9	7240	286	1274
after global routing	2.30	36.9	7240	320	1274
==> kinds of logic after synthesis <==
group                    Yosys count
AND-OR/OR-AND                    340
XOR/XNOR                          30
adder cells (fa/ha/maj)          103
buffers and inverters            158
multiplexers                       3
AND/OR/NAND/NOR                  323
==> layout make-up <==
| cell class | instances | area (um^2) |
|---|---|---|
| well taps | 265 | 332 |
| inverters | 94 | 353 |
| multi-input cells | 799 | 5430 |
| fillers | 2152 | 12400 |
| repair buffers | 116 | 1120 |
No activity file was given, so power comes from the tool's default toggle rates.
