==> design/flow/design.v <==
module next_pc(
        i_zero,
        i_j,
        i_beq,
        i_bne,
        i_incr_pc,
        i_imm26,
        o_mux_pc_src,
        o_pc30
    );
    input i_zero;
    input i_j;
    input i_beq;
    input i_bne;
    input [25:0] i_imm26;
    input [29:0] i_incr_pc;
    output o_mux_pc_src;
    output reg [31:0] o_pc30;
    assign o_mux_pc_src = (i_j) | (i_beq & i_zero) | (i_bne & ~i_zero);
    always@(*) begin 
        if (i_j) o_pc30 = {i_incr_pc[29:26], i_imm26};
        else o_pc30 = i_incr_pc + { (i_imm26[15]) ? 14'b11_1111_1111_1111 : 14'b0, i_imm26[15:0] };
    end
endmodule
==> design/flow/run.sh <==
#!/bin/bash
# OpenROAD 26Q1-2900-gdf79404cd8, Yosys 0.63+post, stock flow scripts
make -C /OpenROAD-flow-scripts/flow DESIGN_CONFIG=/design/flow/config.mk WORK_HOME=/design/flow/orfs finish
==> design/flow/config.mk <==
export PLATFORM = sky130hd
export DESIGN_NAME = next_pc
export DESIGN_NICKNAME = next_pc
export VERILOG_FILES = /design/flow/design.v
export SDC_FILE = /design/flow/constraint.sdc
export NUM_CORES = 4
export LEC_CHECK = 1
export CORE_UTILIZATION = 30
==> design/flow/constraint.sdc <==
current_design next_pc

set clk_period 12.4
set clk_io_pct 0.2

create_clock -name clk0 -period $clk_period

set non_clock_inputs [all_inputs -no_clocks]
set_input_delay [expr $clk_period * $clk_io_pct] -clock clk0 $non_clock_inputs
set_output_delay [expr $clk_period * $clk_io_pct] -clock clk0 [all_outputs]
==> metrics.yaml <==
status: "completed"
total_global_routing_overflow: 0
seqCellArea_sq_um: 0
initialDrtViolationCount: 68
power_per_cell_area_nw_per_um2: 49.3
antenna-diode-count: 0
timing.critical_path.slowest_cell_delay_ns: 0.78
synth_stat.cells: 323
yosysWarningCount: 1
floorplan.io_pins: 93
grt_use_total: 0.165
hold_path.class: "in -> out"
syn_to_final_growth_pct: 42.7
post_cts.repair.setup_buffers: 0
max_slew.worst_pin.slew_ns: 0.699
sequential_share_of_power: 0
synthesis.instances: 323
switching_share: 0.455
drc: 0
internal_power_uw: 82.1
critPathCaptureType: "output pin"
fill_cells: 723
die_width_um: 86.5
synth_cell_type_count: 55
netlist_area_sq_um: 2140
slew_violations: 0
criticalPathCategory: "in -> out"
placement_rows: 30
grtUsageMet1: 0.262
globalRouteMet3Util: 0.00966
route.antenna.remaining_nets: 0
groute.layer.met2.usage: 0.258
leakage_uw: 0.00125
count_of_hold_fix_buffers_inserted_at_cts: 0
chip_area_sq_um: 7470
critical_path.slowest_cell: "sky130_fd_sc_hd__clkdlybuf4s50_1"
grt_pass1_vias: 2262
final-hold-violation-count: 0
fmax_mhz: 121
p_comb_frac: 1.000
first_pass_iters: 4
post-dp-hpwl_um: 5210
p_switching_uw: 68.6
syn-mean-instance-area_sq_um: 6.62
path_cells: "clkdlybuf4s50_1 > ha_1 > nand4_1 > or3_1 > o211ai_2 > nand2_2 > or3_1 > a32oi_1 > clkdlybuf4s50_1"
fin_setup_tns_ns: 0
grt_pass1_wl_um: 10200
vdd_drop_max_v: 0.0000193
grt_setup_unrepaired: "false"
timing.critical_path.buf_inv: 2
seq_cell_count: 0
wl_per_cell_um: 12.7
min_period_ns: 8.24
synth_chip_area_sq_um: 2140
post_route_cells_drive_above_1_share: 0.0326
grt_busiest_layer: "met1"
setup-violations-final: 0
max-slew-margin-rel: 0.532
die_y_um: 86.5
cell_family_with_most_cp_delay: "buffers and inverters"
critPathArrivalTime_ns: 5.76
timing.final.crit_share: 0.665
clkPwrFrac: 0
avgViaCountPerCell: 5.18
worstSetupStartpointType: "input pin"
ys_seq_frac: 0
openroad.warnings: 32
critical_path_required_ns: 9.92
gp_congestion: 0.925
cap_viol_max_count: 0
grt_start_max_net_pins: 45
core_region_area_sq_um: 6830
worst-path-max-fanout: 16
place.port_buffers: 92
routed_wirelength_um: 6290
initial_utilization: 0.313
layout.core_utilization: 0.447
resized_cells_post_cts: 0
n_clock_buffer: 0
via_count: 2565
grt_antenna_before_repair: 0
-- cell type report --
type                            count  area, sq um  share of cell area
Multi-Input combinational cell    293         1960               0.642
Timing Repair Buffer               93          923               0.302
Tap cell                           96          120              0.0393
Inverter                           13         48.8              0.0160
-- synthesized netlist by cell type (all sizes together), types with 2 or more instances --
| cell | number | area, sq um |
|---|---|---|
| nor3 | 4 | 20.0 |
| xor2 | 14 | 123 |
| mux2i | 4 | 40.0 |
| o21a | 7 | 52.6 |
| ha | 30 | 375 |
| or2 | 2 | 12.5 |
| a21o | 8 | 61.3 |
| nand3 | 4 | 20.0 |
| clkbuf | 11 | 72.6 |
| o21ai | 40 | 200 |
| o21bai | 10 | 75.1 |
| buf | 6 | 56.3 |
| or3 | 3 | 18.8 |
| a211o | 2 | 17.5 |
| nor2b | 3 | 18.8 |
| o211ai | 2 | 20.0 |
| a31oi | 4 | 25.0 |
| nand2b | 4 | 27.5 |
| nand2 | 41 | 156 |
| and3 | 3 | 18.8 |
| nand4 | 9 | 56.3 |
| xnor2 | 9 | 78.8 |
| a21boi | 2 | 15.0 |
| nand4b | 2 | 17.5 |
| a211oi | 5 | 37.5 |
| mux2 | 3 | 33.8 |
| nor2 | 19 | 71.3 |
| o22ai | 2 | 12.5 |
| a21oi | 40 | 204 |
| o31ai | 2 | 15.0 |
| nor4 | 2 | 18.8 |
| inv | 13 | 48.8 |
| a221oi | 2 | 17.5 |
-- routing by layer --
metal / vias to the layer above / part of all wire
li1: 1347 / -
met1: 1123 / 0.52
met2: 91 / 0.40
met3: 4 / 0.069
met4: 0 / 0.0037
met5: - / 0
-- worst paths after layout --
kind / start / end / cells after the start
setup / recovery: i_imm26[15] / o_pc30[24] / 9
hold / removal: i_j / o_pc30[20] / 4
-- layout by cell type, fill, tap and decap left out, drive strengths merged, types with 5 or more instances in the layout --
master	synthesis	layout
nor2	19	19
a21o	8	8
inv	13	13
o21ai	40	40
nand2	41	41
o21a	7	7
clkdlybuf4s50	0	91
a211oi	5	5
ha	30	30
xnor2	9	9
o21bai	10	10
xor2	14	14
nand4	9	9
a21oi	40	40
-- through the flow --
stage / hold slack [ns] / std cells / cell area (sq um) / power [uW] / setup slack, ns
after global routing: 5.75 / 495 / 3050 / 168 / 3.89
after global placement: 5.70 / 495 / 3050 / 151 / 4.21
final: 5.70 / 495 / 3050 / 151 / 4.16
after detailed placement: 5.71 / 495 / 3050 / 150 / 4.17
after floorplan: 5.01 / 323 / 2140 / 88.1 / 5.76
after CTS: 5.71 / 495 / 3050 / 152 / 4.15
-- cells by family after synthesis --
| logic type | after synthesis | share of synthesized area |
|---|---|---|
| other | 1 | 0.00175 |
| buffers and inverters | 30 | 0.0830 |
| XOR/XNOR | 23 | 0.0942 |
| AND-OR/OR-AND | 133 | 0.382 |
| AND/OR/NAND/NOR | 98 | 0.220 |
| adder cells (fa/ha/maj) | 31 | 0.185 |
| multiplexers | 7 | 0.0345 |
-- power groups by stage --
stage / Clock (uW) / Sequential (uW) / Combinational, uW
after CTS: 0 / 0 / 152
after global routing: 0 / 0 / 168
final: 0 / 0 / 151
Power and IR drop assume default switching activity.
